### ./design.v
module HDB3(rst,
                clk,clk_256,clk_16,clk_recover,clk_256_ad,clk_256_da,
                ena,
                data_out,data_out_ad,outm,outv,outb,outP,outN,data_out_check,
                finallyout,outdata_P,outdata_N,outdata_v
                );
input  rst,clk,ena;
input [7:0]data_out_ad;
output clk_256,clk_16,clk_recover,clk_256_ad,clk_256_da;
output [7:0]data_out_check;
output [7:0]data_out;
output [1:0]outv;
output [1:0]outb;
output outm,outP,outN;
output outdata_P,outdata_N;
output [1:0]outdata_v;
output finallyout;
even256_div div256(clk,rst,clk_256);
even16_div div16(clk_256,rst,clk_16);
m_sequence m(clk_16,rst,ena,outm,load);
add_v u1(rst,outm,outv,clk_16);
add_b u2(rst,outv,outb,clk_16);
polar u3(rst,outb,outP,outN,clk_16);
change u4(rst,outP,outN,data_out,clk_16);
recover u8(clk_256, rst, data_out_ad, clk_recover);
trans8to1 u5(rst, data_out_ad, outdata_P, outdata_N,clk_recover);
findv u6(rst, outdata_P, outdata_N, outdata_v,clk_recover);
delvb u7(rst, outdata_v, finallyout,clk_recover);
assign clk_256_ad = clk_256;
assign clk_256_da = clk_256;
assign data_out_check = data_out_ad;
endmodule
module add_b(rst,data_in,data_out,clk);
input clk,rst;
input [1:0]data_in;
output [1:0]data_out;         
reg counter1;                     
reg counterv;                     
reg [1:0]buffer[3:0];         
always@(posedge clk or negedge rst) begin
    if(!rst) begin
        buffer[3]<=0;
        buffer[2]<=0;
        buffer[1]<=0;
        buffer[0]<=0;
    end
    else begin
        buffer[3]<=buffer[2];
        buffer[2]<=buffer[1];
        buffer[1]<=buffer[0];
        buffer[0]<=data_in;
    end
end
always@(posedge clk or negedge rst) begin
    if(!rst) begin
        counter1 = 0;
        counterv = 0;
    end
else if(data_in == 2'b11)  
        counterv <= counterv + 1'b1;
    else if(data_in == 2'b01) begin  
        counter1 <= counter1 + 1'b1 + counterv;
        counterv <= 1'b0;
    end
    else begin
        counter1 <= counter1 + counterv;
        counterv <= 1'b0;
    end
end
assign data_out = (counter1%2 == 0) && (counterv == 1)? 2'b10 : buffer[3];
endmodule
module add_v(rst,data_in,data_out,clk);
input data_in,rst,clk;
output [1:0]data_out;
reg [1:0]data_out;             
reg [1:0]counter;                
always@(posedge clk or negedge rst) begin
    if(!rst) begin
        counter <= 0;
        data_out <= 0;
    end
    else if(data_in == 1'b1) begin   
        counter <= 0;                 
        data_out <= 2'b01;
    end
    else if(data_in == 1'b0) begin                         
        counter <= counter + 1; 
        if(counter == 2'b11) begin     
            data_out <= 2'b11;         
            counter <= 0;             
        end
        else data_out <= 2'b00;        
    end
end
endmodule
module change(rst,data_inP,data_inN,data_out,clk);
input rst,clk,data_inP,data_inN;
output [7:0]data_out;
reg [7:0]data_out;
always@(posedge clk or negedge rst)    begin
    if(!rst)
        data_out <= 8'b10000000;
    else if(data_inP == 1 && data_inN == 0) begin         
        data_out <= 8'b11111111;
    end
    else if(data_inP == 0 && data_inN ==1) begin         
        data_out <= 8'b00000000;
    end
    else if(data_inP == 0 && data_inN ==0) begin         
        data_out <= 8'b10000000;
    end
end
endmodule
module delvb(rst_n, indata, outdata,clk);
input rst_n,clk;
input [1:0]indata;
output outdata;
reg [3:0]buffer;
reg bufferdata;
reg counterv;
always@(posedge clk or negedge rst_n)
begin 
if (!rst_n) begin
    buffer[3]<=0;
    buffer[2]<=0;
    buffer[1]<=0;
    buffer[0]<=0;
end
else begin
    buffer[3]<=buffer[2];
    buffer[2]<=buffer[1];
    buffer[1]<=buffer[0];
    buffer[0]<=bufferdata;
end
end
always @(posedge clk or negedge rst_n) begin
    if(!rst_n) bufferdata <= 0;
    else begin
        if(indata==2'b01) begin
            counterv <= 0;
            bufferdata<=1;
        end
        else if(indata==2'b00) begin
            counterv <= 0;
            bufferdata<=0;
        end
        else if(indata==2'b11) begin
            counterv <= 1;
            bufferdata<=0;
        end
    end
end
assign outdata = (counterv == 1)  ? 0 : buffer[2];
endmodule
module even16_div(clk,rst,clk_out);
input clk,rst;
output clk_out;
reg clk_out;
reg[3:0] count;
parameter N=16;
always @(posedge clk or negedge rst)
    if(!rst) begin
        count<=1'b0;
        clk_out<=1'b0;
    end
    else if(N%2==0)begin
        if(count<N/2-1) count <=count+1'b1;
        else begin
            count<=1'b0;
            clk_out<=~clk_out;
        end
    end
endmodule
module even256_div(clk,rst,clk_out);
input clk,rst;
output clk_out;
reg clk_out;
reg[7:0] count;
parameter N=256;
always @(posedge clk or negedge rst)
    if(!rst) begin
        count<=1'b0;
        clk_out<=1'b0;
    end
    else if(N%2==0)begin
        if(count<N/2-1) count <=count+1'b1;
        else begin
            count<=1'b0;
            clk_out<=~clk_out;
        end
    end
endmodule
module findv(rst_n, indata_P, indata_N, outdata,clk);
input rst_n,clk;
input indata_P, indata_N;
output reg [1:0] outdata;
reg [1:0]flag1;
reg [1:0]flag2;
initial begin
    flag1=2'b00;
    flag2=2'b00;
end
always @(posedge clk or negedge rst_n) begin
    if(!rst_n) begin
        flag1=2'b00;
        flag2=2'b00;
        outdata <= 2'b00;
    end
    else begin
        if(indata_P==1'b1 && indata_N==1'b0) begin
            flag2<=2'b00;
            flag1=flag1+2'b01;
            if(flag1==2'b10) begin
                outdata<=2'b11;
                flag1<=2'b00;
            end
            else outdata<=2'b01;
        end
        else if(indata_P==1'b0 && indata_N==1'b1) begin
            flag1<=2'b00;
            flag2=flag2+2'b01;
            if(flag2==2'b10) begin
                outdata<=2'b11;
                flag2<=2'b00;
            end
            else outdata<=2'b01;
        end
        else if(indata_P==1'b0 && indata_N==1'b0) outdata<=2'b00;
    end
end
endmodule
module m_sequence(clk,rst,ena,data_out,load);
input clk;                         
input rst;                         
input ena;                         
output data_out;
output load;                       
reg data_out,load;
reg [6:0]temp;                     
always @(posedge clk or negedge rst) begin
    if(!rst) begin
            data_out <= 0;
            load <= 1'b0;             
            temp <= 7'b1111_111;      
    end
    else begin                        
        if(ena) begin                 
                load <= 1'b1;         
                temp <= {temp[5:0],temp[2]^temp[6]};         
            if(load)    data_out <= temp[6];
        end
        else load <= 1'b0;     
    end
end
endmodule
module polar(rst,data_in,data_outP,data_outN,clk);
input [1:0]data_in;
input rst,clk;
output data_outP,data_outN;     
reg [1:0] polar_out;                  
reg data_outN,data_outP;
reg even;                              
always@(posedge clk or negedge rst) begin
    if(!rst) even <= 1;
    else if(data_in == 2'b11) begin     
        if(even ==     1)                           
            polar_out <= 2'b01;              
        else                                      
            polar_out <= 2'b10;              
    end
    else if(data_in == 2'b01 || data_in == 2'b10) begin
        if(even == 1) begin               
            even <= 0;                      
            polar_out <= 2'b10;          
        end
        else begin                           
            even <= 1;                       
            polar_out <= 2'b01;          
        end
    end
    else if(data_in == 2'b00)         
        polar_out <= 2'b00;             
end
always@(polar_out or rst) begin    
    if(!rst) begin
        data_outP <= 0;
        data_outN <= 0;
    end
    else if(polar_out == 2'b01) begin
        data_outP <= 0;                 
        data_outN <= 1;
    end
    else if(polar_out == 2'b10) begin
        data_outP <= 1;                 
        data_outN <= 0;
    end
    else begin
        data_outP <= 0;                 
        data_outN <= 0;            
    end
end
endmodule
module recover(clk_in, rst_n, indata_8, clk_out);
input clk_in, rst_n;
input [7:0]indata_8;
output reg clk_out;
reg [3:0]counter;
reg [7:0]buffer;
reg flag;
always @(posedge clk_in or negedge rst_n) begin
    if(!rst_n) buffer<=8'b0;
    else buffer<=indata_8;
end
always @(posedge clk_in or negedge rst_n) begin
    if(!rst_n) begin
        clk_out<=0;
        flag <=0;
        counter <=1;
    end
    else begin
        if ((buffer >= 8'h58 && indata_8 <=8'h3f) || (buffer <=8'h3f && buffer >= 8'h30 && (indata_8 >= 8'h58 || indata_8 <= 8'h0f)) || 
                (buffer <= 8'h0f && indata_8 >= 8'h30)) flag<= 1;
        if(flag == 1) begin
            if (counter==4'h8) begin
                clk_out=~clk_out;
                counter<=1;
            end    
            else begin
                counter <= counter+1;
            end
        end
    end
end
endmodule
module trans8to1(rst_n, indata_8, outdata_P, outdata_N,clk);
input rst_n,clk;
input [7:0] indata_8;
output outdata_P, outdata_N;
reg outdata_P, outdata_N;
always @(posedge clk or negedge rst_n) begin
    if(!rst_n) begin
        outdata_P <= 0;
        outdata_N <= 0;
    end
    else begin
    if(indata_8 >= 8'h58) begin
            outdata_P<=1;
            outdata_N<=0;
        end
        else if(indata_8 <= 8'h3f && indata_8 >= 8'h30) begin
            outdata_P<=0;
            outdata_N<=0;
        end
        else if(indata_8 <= 8'h0f) begin
            outdata_P<=0;
            outdata_N<=1;
        end
    end
end
endmodule
### ./run.sh
#!/bin/bash
# OpenROAD 26Q1-2900-gdf79404cd8, Yosys 0.63+post, stock flow scripts
make -C /OpenROAD-flow-scripts/flow DESIGN_CONFIG=/design/flow/config.mk WORK_HOME=/design/flow/orfs finish
### ./config.mk
export PLATFORM = sky130hd
export DESIGN_NAME = HDB3
export DESIGN_NICKNAME = HDB3
export VERILOG_FILES = /design/flow/design.v
export SDC_FILE = /design/flow/constraint.sdc
export NUM_CORES = 4
export LEC_CHECK = 1
export CORE_UTILIZATION = 50
### ./constraint.sdc
current_design HDB3

set clk_period 2.6
set clk_io_pct 0.2

create_clock -name clk0 -period $clk_period [get_ports {clk}]

set non_clock_inputs [all_inputs -no_clocks]
set_input_delay [expr $clk_period * $clk_io_pct] -clock clk0 $non_clock_inputs
set_output_delay [expr $clk_period * $clk_io_pct] -clock clk0 [all_outputs]
==> flow_metrics.rpt <==
RUN METRICS
----------------------------------------------------
[Run status]
  Outcome ........................ completed

[Floorplanning]
  Core area ........................ a little over 5000 um^2
  Die X ........................ 75.50 um
  Die Y ........................ 75.50 um
  I/O pin count ........................ 44
  FP Rows ........................ 26
  Area of the die ........................ approximately 5700 um^2
  Initial Util ........................ 52.56%

[Worst setup path]
  Data required time of the worst path ........................ around 2100 ps
  Crit-path leading delay family ........................ buffers and inverters
  Type of origin of the critical path ........................ input port
  Crit. End Element ........................ output pin
  Cell type with the highest occurrence count on the critical path ........................ sky130_fd_sc_hd__clkdlybuf4s50_1
  Data arrival, critical path ........................ around 1700 ps
  Bufs and invs on worst path ........................ 2
  Delay of the slowest critical-path stage ........................ approximately 630 ps
  Worst path slowest cell ........................ sky130_fd_sc_hd__clkdlybuf4s50_1
  Worst setup path class ........................ input port to output pin
  Cell chain of the critical path ........................ clkdlybuf4s50_1 -> clkdlybuf4s50_1
  Crit Path Max Fanout ........................ 9
  Minimum setup slack among reg-to-reg paths ........................ 1350 ps

[Timing]
  Number of pins with negative max-slew slack in the final report ........................ 0
  Final hold violation count ........................ 0
  Rel. slew slack ........................ 48.49%
  Part of the cycle the worst path needs ........................ 84.42%
  Slew at the pin with the worst max-slew slack ........................ ~770 ps
  Final critical-path required period ........................ 2195 ps
  Number of unconstrained endpoints ........................ 78
  # setup viols final ........................ 0
  RSZ-0062 raised after global routing ........................ no
  Worst setup skew after layout ........................ 3.303 ps
  Number of register pins that no clock reaches ........................ 57
  Peak Freq ........................ 0.4556 GHz
  Final-layout setup total negative slack ........................ 0 ps

[Finish]
  Filler cells ........................ between 400 and 500
  Non-filler cells in the finished layout ........................ 320
  Comb area ........................ 865.8 um^2
  FF+latch area ........................ 1659 um^2
  Fraction of layout instances using a drive strength above 1 ........................ 11.20%
  Area added between synthesis and finish ........................ 13.85%

[Route]
  Detail Route Antenna Nets ........................ 0
  Final wirelength ........................ 3712 um
  Number of antenna repair diodes ........................ 0
  Via-per-instance ratio ........................ 5.056
  Detailed Routing Iterations Pass 1 ........................ 6
  DR WL/cell ........................ 11.60 um
  Vias ........................ 1618
  DR DRC count ........................ 0
  Number of DRC markers in iteration 0 ........................ 57

[Clocking]
  Clock latency at the later pin of the worst-skew pair ........................ 230 ps
  Number of clock buffers inserted by TritonCTS ........................ 3
  Clock root buffer ........................ sky130_fd_sc_hd__clkbuf_8
  Post-CTS Resized ........................ 0
  H-tree depth reported by CTS ........................ 1
  Clock edge transition at the registers on the reported setup and hold paths ........................ approximately 40 ps
  Clock tree buffer depth ........................ 2
  Post-CTS Hold Fix Bufs ........................ 0
  CTS tree ........................ done
  Number of buffers inserted to repair setup after CTS ........................ 0

[Pwr]
  Net Sw Frac ........................ 23.76%
  Maximum vdd ir drop ........................ 0.4374 mV
  Part of the power in registers ........................ 39.3%
  Static Leak ........................ approximately 1.4 nW
  Switching power summed over all nets ........................ around 0.086 mW
  Combinational fraction of design power ........................ 17.4%
  Portion of total power attributed to the clock network ........................ 43.3%
  Cell Int Power ........................ 0.2769 mW
  Cell area power density ........................ between 100 and 150 nW/um^2

[Yosys]
  Count of unique library cells instantiated by Yosys ........................ about 41
  Tally of yosys warning messages ........................ 13
  Synth Register Bits ........................ 66
  Dominant cells by area after synthesis ........................ sky130_fd_sc_hd__dfrtp_1 (49%), sky130_fd_sc_hd__dfstp_2 (9.7%), sky130_fd_sc_hd__ha_1 (4.6%)
  Cell count listed in synth_stat.txt ........................ 227
  Post-synthesis chip area from yosys ........................ 2701 um^2
  Netlist area before placement ........................ approximately 2700 um^2
  Register share after synthesis ........................ 61.42%
  Number of standard cells after synthesis ........................ 227
  Synth area leader ........................ sky130_fd_sc_hd__dfrtp_1
  Share of the synthesized area in the top cell type ........................ 49.10%
  Post-synthesis average cell area ........................ 11.90 um^2

[Min path]
  Worst Hold Class ........................ flop to flop

[Placement]
  GPL Wtd Cong ........................ approximately 0.77
  Number of port buffers ........................ 37
  Instance count after placement with tap cells included ........................ 316
  Sum of net half-perimeters after detailed placement ........................ between 2000 and 3000 um

[Flow run]
  Total tool warning count ........................ 29
  Max-cap viol count ........................ 0

[Global routing]
  Antenna violations before repair ........................ 0
  All-Layer GR Usage ........................ 14.72%
  Wire length of the first global-routing pass ........................ 6327 um
  Overflow left after global routing ........................ 0
  Pin count of the biggest net entering global routing ........................ 58
  Number of global-route vias before repair ........................ roughly 1500

----------------------------------------------------
## Yosys cell counts (all sizes together)
cell type and number:
a21oi 9, xor2 4, and2 1, a211o 2, dfrtp 53, nor3b 1
buf 19, edfxtp 1, inv 10, o32a 1, nor2b 6, o21bai 1
nor2 23, nand2 16, nand3b 1, nand3 6, or3 2, nand4 2
a21o 2, nand4b 1, a22o 1, or2 2, a311oi 1, dfstp 10
o211ai 1, o21a 2, ha 10, a21boi 1, clkbuf 1, a2bb2oi 1
dfxtp 2, nor3 2, mux2 9, mux2i 2, o21ai 10, xnor2 5
nand2b 2, a31oi 2, o311ai 1, nor4bb 1
## logic make-up after synthesis
logic type	synth area share (%)
buffers and inverters	6.531
adder cells (fa/ha/maj)	4.632
flip-flops	61.42
AND/OR/NAND/NOR	11.63
XOR/XNOR	2.918
AND-OR/OR-AND	8.384
multiplexers	4.493
## state kept, by name, indices dropped and copies added (netlist names), 3 cells and up
| register | count |
|---|---|
| div256.count | 8 |
| u2.buffer | 8 |
| m.temp | 7 |
| u8.buffer | 5 |
| div16.count | 4 |
| u8.counter | 4 |
| u7.buffer | 3 |
## area by class of cell
class                   instances  share of cell area, %
flip-flops and latches         66                  53.95
multi-input cells             131                  28.15
repair buffers                 39                  12.37
well taps                      70                  2.848
clock buffers                   4                  1.465
inverters                      10                  1.221
## worst paths after layout
check | from | endpoint | cells past startpoint
max in group asynchronous | rst | div256.count[1] | 2
worst min-delay path | div256.count[0] | div256.count[0] | 1
worst min register to register | div256.count[0] | div256.count[0] | 1
min in group asynchronous | rst | div256.count[6] | 2
worst max-delay path | data_out_ad[4] | data_out_check[4] | 2
worst max register to register | div256.count[0] | div256.count[6] | 4
## power by group through the flow
stage     sequential, mW  combinational (mW)  clock [mW]
6_report           0.143              0.0632       0.157
5_1_grt            0.143              0.0723       0.169
4_1_cts            0.143              0.0650       0.161
## cells in the final DEF (no fill, tap or decap), types with 3 or more instances in the layout
cell and n:
sky130_fd_sc_hd__nand3_1 6, sky130_fd_sc_hd__nor2b_1 6, sky130_fd_sc_hd__ha_1 10, sky130_fd_sc_hd__mux2_2 9, sky130_fd_sc_hd__nand2_1 16, sky130_fd_sc_hd__o21ai_0 10, sky130_fd_sc_hd__nor2_1 23, sky130_fd_sc_hd__dfstp_2 10
sky130_fd_sc_hd__dfrtp_1 53, sky130_fd_sc_hd__clkdlybuf4s50_1 36, sky130_fd_sc_hd__inv_1 10, sky130_fd_sc_hd__clkbuf_8 3, sky130_fd_sc_hd__xnor2_1 5, sky130_fd_sc_hd__a21oi_1 9, sky130_fd_sc_hd__xor2_1 4
## metrics by stage
step | utilization, % | cell area [um^2] | total power, mW | worst slack [ps] | hold WS, ps
final | 59.83 | 3075 | 0.3632 | 405.0 | 452.6
after global routing | 59.83 | 3075 | 0.3839 | 346.4 | 497.3
after CTS | 59.83 | 3075 | 0.3691 | 413.9 | 457.1
after detailed placement | 58.96 | 3030 | 0.2093 | 411.9 | 451.9
after global placement | 58.96 | 3030 | 0.2074 | 437.0 | 450.7
after floorplan | - | 2701 | 0.1709 | 1396 | 224.4
## worst reg2reg max path, stage by stage (launching register included)
cell	delay (ps)
sky130_fd_sc_hd__dfrtp_1	350
sky130_fd_sc_hd__ha_1	220
sky130_fd_sc_hd__nand2_1	110
sky130_fd_sc_hd__or3_1	350
sky130_fd_sc_hd__a21oi_1	140
## routing by layer
layer | GRT usage [%] | wire length, um
met1 | 25.46 | 1884
met2 | 22.52 | 1615
met3 | 2.011 | 199
met4 | 0.8230 | 12
met5 | 0 | 0
No activity file was given, so power comes from the tool's default toggle rates.
